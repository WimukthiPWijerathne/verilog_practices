==> design/flow/config.mk <==
export PLATFORM = sky130hd
export DESIGN_NAME = ram1
export DESIGN_NICKNAME = ram1
export VERILOG_FILES = /design/flow/design.v
export SDC_FILE = /design/flow/constraint.sdc
export NUM_CORES = 4
export LEC_CHECK = 1
export CORE_UTILIZATION = 50
export SYNTH_MEMORY_MAX_BITS = 65536
==> design/flow/constraint.sdc <==
current_design ram1

set clk_period 35.8
set clk_io_pct 0.2

create_clock -name clk0 -period $clk_period [get_ports {clk}]

set non_clock_inputs [all_inputs -no_clocks]
set_input_delay [expr $clk_period * $clk_io_pct] -clock clk0 $non_clock_inputs
set_output_delay [expr $clk_period * $clk_io_pct] -clock clk0 [all_outputs]
==> design/flow/design.v <==
module ram1(addr,data,clk,rd,wr,cs);
    input [9:0] addr;  
    inout [7:0] data;
    inout clk,rd,wr,cs;  
    reg [7:0] mem[1023:0];  
    reg [7:0] d_out;  
    assign data = (cs && rd) ? d_out : 8'bz;  
    always @(posedge clk) begin
        if (cs && wr && !rd) mem[addr] = data;
    end
    always @(posedge clk)
        if (cs && rd && !wr)
            d_out = mem[addr];  
endmodule
==> design/flow/run.sh <==
#!/bin/bash
# OpenROAD 26Q1-2900-gdf79404cd8, Yosys 0.63+post, stock flow scripts
make -C /OpenROAD-flow-scripts/flow DESIGN_CONFIG=/design/flow/config.mk WORK_HOME=/design/flow/orfs finish
==> reports/metrics.cfg <==
[clock_network]
cts.sinks=8200
cts_max_level=6
clock-root-buffer=clkbuf_16
clk_path_buf_depth=4
cts_resized=0
cts_setup_buffers=0
hold_buffers=0
cts_buffers=816

[yosys]
synth_seq_share=0.780
postSynthCellCount=16400
ys_area_um2=316000
yosys-stat-cells=16400
ys.flop_type=edfxtp_1
syn_avg_cell_area_um2=19.3
ys_types=49
area_leaders=edfxtp_1 (78%), mux2i_1 (8.0%), mux4_2 (5.8%)
edf_count=8200
synth_flops=8200
yosysTopAreaCell=edfxtp_1
async_flop_share=0
synth_area_um2=316000
yosysWarningCount=2
synth.top_cell.area_share=0.780

[place]
placed_cells=24400
gp_congestion=0.908
dpl.hpwl_mm=548
port_buffers=10

[die]
pin_count=22
fp.dieW_um=796
fp_util=0.502
die_h_um=796
rows=291

[status]
error_line=[error] [KeplerFormal.cpp:679] Workflow failed: Iso has multiple drivers: .data3, place1514.X0
stop_stage=4_1_cts
status=did not finish

[timing]
untimed_endpoints=4

[kinds of logic after synthesis]
group,count (synthesis),synth area share
AOI/OAI and AO/OA,1760,0.0371
muxes,3347,0.139
buffers and inverters,1067,0.0160
DFF,8200,0.780
and+or+nand+nor,2015,0.0277
[synthesized netlist by cell type, types with 22 or more instances]
cell type,count
a31oi_1,66
o2111ai_1,98
edfxtp_1,8200
buf_1,76
o21ai_0,134
nor3_1,145
o22ai_1,1050
nand2_1,132
mux4_2,819
buf_4,72
nand4_1,24
a22oi_1,261
nand3_1,96
a22o_1,53
clkbuf_1,336
buf_2,573
nor2_1,1334
mux2i_1,2521
nor4_1,210
o221ai_1,22
[metrics by stage]
step | setup slack [ps] | instance area [um^2]
3_3_place_gp | 20970 | 327000
3_5_place_dp | 21010 | 327000
2_1_floorplan | 16620 | 316000
