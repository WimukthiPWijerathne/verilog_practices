==> /design/flow/design.v <==
module regbank_v1(rdData1,rdData2,wrData,sr1,sr2,dr,write,clk);
    input clk,write;
    input [1:0] sr1,sr2,dr;  
    input [31:0] wrData;  
    output reg [31:0] rdData1,rdData2;  
    reg [31:0] R0 , R1 , R2 , R3;  
    always @(*)
    begin
        case(sr1)  
            2'b00: rdData1 = R0;
            2'b01: rdData1 = R1;
            2'b10: rdData1 = R2;
            2'b11: rdData1 = R3;
            default: rdData1 = 32'hxxxxxxxxxx;
        endcase
        case(sr2)  
            2'b00: rdData2 = R0;
            2'b01: rdData2 = R1;
            2'b10: rdData2 = R2;
            2'b11: rdData2 = R3;
            default: rdData2 = 32'hxxxxxxxxxx;
        endcase
    end
    always @(posedge clk)
    begin
        if(write)  
        begin
            case(dr)
                2'b00: R0 <= wrData;
                2'b01: R1 <= wrData;
                2'b10: R2 <= wrData;
                2'b11: R3 <= wrData;
            endcase
        end
    end
endmodule
==> /design/flow/run.sh <==
#!/bin/bash
# OpenROAD 26Q1-2900-gdf79404cd8, Yosys 0.63+post, stock flow scripts
make -C /OpenROAD-flow-scripts/flow DESIGN_CONFIG=/design/flow/config.mk WORK_HOME=/design/flow/orfs finish
==> /design/flow/config.mk <==
export PLATFORM = sky130hd
export DESIGN_NAME = regbank_v1
export DESIGN_NICKNAME = regbank_v1
export VERILOG_FILES = /design/flow/design.v
export SDC_FILE = /design/flow/constraint.sdc
export NUM_CORES = 4
export LEC_CHECK = 1
export CORE_UTILIZATION = 50
==> /design/flow/constraint.sdc <==
current_design regbank_v1

set clk_period 7.2
set clk_io_pct 0.2

create_clock -name clk0 -period $clk_period [get_ports {clk}]

set non_clock_inputs [all_inputs -no_clocks]
set_input_delay [expr $clk_period * $clk_io_pct] -clock clk0 $non_clock_inputs
set_output_delay [expr $clk_period * $clk_io_pct] -clock clk0 [all_outputs]
==> reports/summary.txt <==
Number of buffers added to fix hold violations after cts - 0
Final period util - 67.71%
PostCTS Resize Cnt - 0
Synthesized flop and latch total - 128
Instance area at placement - 6581 µm²
Max clock buf depth - 2
Cell type with the largest total area - sky130_fd_sc_hd__edfxtp_1
Post-route design area - 7132 µm²
Post-synthesis sequential area ratio - 69.83%
# DRC - 0
Vias in the first global route - 3,099
RSZ-0062 raised after global routing - false
Number of antenna violations at the first check in global routing - 0
Max frequency - 205.1 MHz
Global placement routability congestion - 0.7954
Worst IR drop on VDD - 321.4 µV
Final global-route overflow total - 0
Number of I/O pins - 104
Number of detailed-routing iterations run before antenna repair - 3
Clock slew at reported path FFs - 0.06 ns
Area of the core - 10,510 µm²
First-pass GRT wire length - 15,790 µm
Area growth from synthesis to final layout - 29.57%
Inserted Clock Buffers - 17
Count of warning messages emitted by the tools - 26
Global Route Usage Sum - 21.61%
Core Util at FP - 52.38%
Largest fanout on the critical path - 18
Parity-gate share of the synthesized area counting xor and xnor cells - 0%
Final setup violation count - 0
Final Hold Viols - 0
Top-area cell share - 69.83%
Post-synthesis cell count from yosys - 210
Clk sinks - 128
Mapped Area - 5504 µm²
Vias - 2,764
Static leakage power - 0.002316 µW
Source of the worst hold timing path - wrData[19]
Post-synthesis instance total - 210
Kind of end point of the critical path - primary output
Clock tree from TritonCTS - done
Detailed Route Iter0 Violations - 121
Clock root buffer master - sky130_fd_sc_hd__clkbuf_8
Compound-cell area share of the yosys netlist - 0%
Arrival time at the worst endpoint - 3.43 ns
Top post-synthesis cells by area - sky130_fd_sc_hd__edfxtp_1 70%, sky130_fd_sc_hd__mux4_2 25%, sky130_fd_sc_hd__buf_12 2.2%
Row count - 37
Max_slew headroom - 61.48%
Buffer count from post-CTS setup fixing - 0
Final antenna-violating net count - 0
Die Height - 106.9 µm
Worst Path Required - 5.76 ns
Syn_area_per_cell - 26.21 µm²
Final Max Slew Viols - 0
Wire length per cell after detailed routing - 21.29 µm
Largest logic family - multiplexers
Max Cap Viol - 0
Non-filler instance count after layout - 475
Setup CP Type - primary input to primary output
Share of synthesized cell area in and, or, nand and nor gates - 0.5683%
Class of the tightest hold or removal check - primary input to flop
Yosys chip area - 5504 µm²
H-tree depth - 4
Average vias per placed instance - 5.819
Distinct lib cells - 9
Final WS setup - 2.325 ns
Layout cell share with drive strength beyond 1 - 31.56%
Antenna cell count - 0
Transition time at the pin with the least slew margin - 0.5778 ns
Worst setup timing slack at the placement stage - 2.265 ns
Total die area - 11,430 µm²
Buffers on Ports - 103
P per Cell Area - 257.2 nW/µm²
HPWL after detailed placement - 5844 µm
Area share of fa/ha/maj cells after synthesis - 0%
Total Negative Setup Slacks - 0 ns
Final Critical Period - 4.875 ns
Syn. warnings - 1
Crit. Startpoint - sr1[0]
Outcome - complete, no violations
Maximum number of pins on one net before global-route repair - 33
Final routed wirelength across all metal layers - 10,110 µm
Post-synthesis mux area share - 26.46%
Placed cells - 443
Die Span X - 106.9 µm
Startpoint type of the worst setup path - primary input
power breakdown:
group          leakage (µW)  internal [µW]  switching (µW)
combinational      0.000889            127            58.7
clock              0.000251            461             313
sequential          0.00118            861            13.9
total               0.00232           1450             386
flip-flops by register name, indices dropped and copies added (netlist names):
| name | flops |
|---|---|
| R0 | 32 |
| R2 | 32 |
| R1 | 32 |
| R3 | 32 |
worst max-delay path, cell delays in order:
cell and delay [ns]:
sky130_fd_sc_hd__buf_2 0.44, sky130_fd_sc_hd__buf_4 0.45, sky130_fd_sc_hd__mux4_1 0.64, sky130_fd_sc_hd__clkdlybuf4s50_1 0.44
cells by family (layout without fill, tap and decap cells):
family / after synthesis / count (layout)
buffers and inverters: 14 / 143
DFF: 128 / 128
muxes: 64 / 64
and+or+nand+nor: 4 / 4
per-layer routing:
layer	wire (µm)	GRT usage (%)
met5	0	0
met4	157	2.544
met3	1110	12.09
met2	5155	32.12
met1	3687	34.17
synthesized netlist by cell type, drive strengths merged:
master / n
and3b: 2
buf: 14
edfxtp: 128
and3: 1
nor3b: 1
mux4: 64
path summary, 6_finish.rpt:
kind | end | slack, ns | depth (start not counted)
max | rdData1[21] | 2.33 | 4
min | R0[19] | 1.56 | 1
placed cells by master, fill, tap and decap left out:
| cell | instances |
|---|---|
| sky130_fd_sc_hd__edfxtp_1 | 128 |
| sky130_fd_sc_hd__clkdlybuf4s50_1 | 99 |
| sky130_fd_sc_hd__mux4_2 | 60 |
| sky130_fd_sc_hd__clkbuf_16 | 16 |
| sky130_fd_sc_hd__buf_4 | 8 |
| sky130_fd_sc_hd__clkinvlp_4 | 6 |
| sky130_fd_sc_hd__mux4_1 | 4 |
| sky130_fd_sc_hd__inv_6 | 4 |
| sky130_fd_sc_hd__buf_2 | 4 |
| sky130_fd_sc_hd__and3b_2 | 2 |
| sky130_fd_sc_hd__clkinv_4 | 2 |
| sky130_fd_sc_hd__nor3b_2 | 1 |
| sky130_fd_sc_hd__and3_2 | 1 |
| sky130_fd_sc_hd__clkbuf_8 | 1 |
| sky130_fd_sc_hd__bufinv_16 | 1 |
| sky130_fd_sc_hd__clkbuf_1 | 1 |
| sky130_fd_sc_hd__clkinv_2 | 1 |
stage by stage:
step	hold slack (ns)	utilization, %	power, µW
global route	1.535	67.87	1905
floorplan	1.539	-	968.7
finish	1.560	67.87	1834
CTS	1.540	67.87	1854
detailed placement	2.074	62.63	1078
global placement	2.065	62.63	1077
final cells by class:
cell class,instances,area (µm²)
Clock inverter,14,132.6
Tap cell,136,170.2
Sequential cell,128,3844
Multi-Input combinational cell,68,1496
Clock buffer,18,417.9
Timing Repair Buffer,111,1071
Fill cell,669,3377
Power is estimated from default activity; no workload was simulated.
